===== design/flow/design.v =====
`timescale 1ns / 1ps
module addALU(
    input sysclk,
    input [7:0] numa,
    output [7:0] outa
    );
    always @(posedge sysclk) begin
        outa <= numa + 1;
    end
endmodule

===== design/flow/run.sh =====
#!/bin/bash
# OpenROAD 26Q1-2900-gdf79404cd8, Yosys 0.63+post, stock flow scripts
make -C /OpenROAD-flow-scripts/flow DESIGN_CONFIG=/design/flow/config.mk WORK_HOME=/design/flow/orfs finish

===== design/flow/config.mk =====
export PLATFORM = sky130hd
export DESIGN_NAME = addALU
export DESIGN_NICKNAME = addALU
export VERILOG_FILES = /design/flow/design.v
export SDC_FILE = /design/flow/constraint.sdc
export NUM_CORES = 4
export LEC_CHECK = 1
export CORE_AREA = 10 10 70 70
export DIE_AREA = 0 0 80 80

===== design/flow/constraint.sdc =====
current_design addALU

set clk_period 1.0
set clk_io_pct 0.2

create_clock -name clk0 -period $clk_period [get_ports {sysclk}]

set non_clock_inputs [all_inputs -no_clocks]
set_input_delay [expr $clk_period * $clk_io_pct] -clock clk0 $non_clock_inputs
set_output_delay [expr $clk_period * $clk_io_pct] -clock clk0 [all_outputs]

==> out/metrics.sh <==
RUN_STATUS='finished, final reports clean'
PORT_BUFFERS=16
CP.BUFFERS_INVERTERS=1
STARTPOINT_TYPE='input port'
CRITICAL_PATH_CLASS='input port to flip-flop'
CRIT_PATH_MAX_FANOUT=3
DRIVE_ABOVE_1_SHARE_PCT=34.00
WORST_EP_REQUIRED_TIME_PS=1130
FIRST_GLOBAL_VIAS=266
CATEGORY_OF_CELLS_ACCOUNTING_FOR_THE_LARGEST_SHARE_OF_CRITICAL_PATH_DELAY='buffers and inverters'
DIE_AREA_UM2=6400
CTS_TREE='built'
FINAL.FILL_COUNT=382
NET-SWITCHING-POWER_mW=0.1366
LAYOUT.CELLS.MOST_COMMON_LIST='clkdlybuf4s15_1, buf_4, dfxtp_1, clkdlybuf4s50_1'
FINAL_GP_CONGESTION=0.7508
CRITPATHARRIVALTIME_PS=1110
CTS.CLK_SLEW.WORST_PATHS_PS=50
LAYOUTNONFILLERINSTCOUNT=96
CLOCK_PATH_BUFFERS=2
HOLDBUFCOUNTCTS=0
TOP_REGISTER='outa'
CLKSINKCOUNT=8
CRIT_PATH_TOP_DELAY_CELL='clkdlybuf4s50_1'
IR_DROP_mV=0.2190
FIRST_PASS_ITERS=3
RELSLEWSLACK_PCT=90.38
GRT.OVERFLOW.TOTAL=0
YOSYS-MUX-AREA-FRACTION_PCT=0
CTSHTREEMAXLEVEL=1
PWR_DENSITY_CELL_nW_PER_UM2=1211
NUMSYNTHFLOPS=8
RSZ_0062_RAISED_AFTER_GLOBAL_ROUTING='false'
CORE_REGION_AREA_UM2=3416
SYNTHCELLS=24
POWER.SHARE.COMBINATIONAL_PCT=17.2
POST_SYNTH_XOR_AREA_FRACTION_PCT=19.00
P_TOTAL_mW=0.7030
TIMING.FINAL.SETUP_VIOLATIONS=0
SYNTH.CELLMIX.SIMPLESHARE_PCT=17.19
POWER.SWITCHING_FRACTION_PCT=19.42
AVGVIACOUNTPERCELL=2.760
AREA_GROWTH_SYN_TO_LAYOUT_PCT=110.0
DIE.SIZE.X_UM=80
ROUTE.ANTENNA.DIODE_COUNT=0
SYNTH-AREA-YOSYS_UM2=276.5
ADDER_SHARE_PCT=4.525
FINAL_HOLD_VIOL_COUNT=0
TIGHTESTPINTRANSITION_PS=143.6
FINALWORSTPATHREQUIREDPERIOD_PS=975.7
SEQ_AREA_FRAC_SYNTH_PCT=57.92
WORSTPATHCELLLIST='clkdlybuf4s50_1, and3_1, nand3_2, xnor2_1'
LARGEST_REGISTER_FFS=8
WIRE_PER_INST_UM=7.719
CTS-BUFFERS-INSERTED=3
WORST_SETUP_PATH_END_KIND='flip-flop'
HOLDCRITPATHCLASS='input port to flip-flop'
TIMING.CRITICAL_PATH.SLOWEST_CELL_DELAY_PS=520
POWER.STATIC_LEAKAGE_nW=0.2459
SYNTH_CELL_TYPES=11
FIRST_ITER_VIOLATIONS=11
VERTICAL_DIE_DIMENSION_UM=80
TIMING.MAX_CAP.VIOLATIONS=0
FLOORPLANUTILIZATION_PCT=8.095
GRT_ANTENNA_BEFORE_REPAIR=0
INTERNAL_POWER_mW=0.5664
CLOCK-ROOT-BUFFER='clkbuf_4'
CLOCK_POWER_SHARE_PCT=32.8
TCRIT_TCLK_FINAL_PCT=97.57
FMAX_MHz=1025
DETAILROUTE.VIA_COUNT=265
GRT_FIRST_PASS_WIRELENGTH_MM=1.186
DRC_ERRORS=0
DRT-TOTAL-WL_UM=741
WARNINGS=25
PLACED_CELLS=92
AREA_FRACTION_IN_COMPOUND_GATES_AFTER_SYNTHESIS_PCT=0
YOSYSCELLCOUNT=24
POSTSYNTHAREAPERCELL_UM2=11.52
SEQ_POWER_SHARE_PCT=50.0
LARGEST_REGS='outa (8)'
ROW_COUNT=21
PIN_COUNT_OF_THE_BIGGEST_NET_ENTERING_GLOBAL_ROUTING=5
POSTROUTEANTENNANETS=0
SYNTH.COMB.LARGEST_FAMILY='XOR/XNOR gates'
YOSYSWARNINGS=2
PIN_COUNT=17
GRTUSAGETOTAL_PCT=2.329
SYNTH_AREA_UM2=276.5
SLEW_VIOL_FINAL=0
final timing paths:
| kind | slack, ps | startpoint | endpoint | cells after the start |
|---|---|---|---|---|
| worst max-delay path | 20 | numa[5] | outa[6] | 4 |
| worst min-delay path | 280 | numa[1] | outa[1] | 2 |
layer usage:
layer	routed length (um)	up-vias	GRT usage, %
met2	330	12	4.013
met1	287	122	2.162
li1	-	131	-
met4	0	0	0.7042
met3	124	0	1.591
met5	0	-	0
final cells by class:
class                           count  area [um2]  area share (%)
Multi-Input combinational cell     15       122.6           21.12
Tap cell                           46       57.56           9.914
Timing Repair Buffer               23       211.5           36.42
Clock buffer                        3       22.52           3.879
Sequential cell                     8       162.7           28.02
Inverter                            1       3.754          0.6466
synth_stat cells, drive strengths merged:
master	instances	area (um2)
and3	1	6.260
nor3	1	10.01
nand2	2	7.510
xor2	3	26.28
nor2	1	3.750
inv	1	3.750
ha	1	12.51
nand3	3	20.02
xnor2	3	26.28
dfxtp	8	160.2
per-stage QoR:
step	worst slack [ps]	util [%]	TNS (ps)	hold WS, ps	instance area, um2
2_1_floorplan	295.7	-	0	256.5	276.5
3_3_place_gp	-310.3	15.79	-1442	758.5	539.3
3_5_place_dp	-325.8	15.79	-1497	761.5	539.3
4_1_cts	9.835	16.52	0	295.3	564.3
5_1_grt	11.81	17.00	0	279.5	580.6
6_report	24.32	17.00	0	277.3	580.6
kinds of logic after synthesis:
group         count (synthesis)
buf+inv                       1
xor+xnor                      6
simple gates                  8
fa+ha+maj                     1
flops                         8
power by group through the flow:
stage / clock [mW] / combinational [mW] / sequential, mW
4_1_cts: 0.247 / 0.118 / 0.350
5_1_grt: 0.273 / 0.133 / 0.353
6_report: 0.231 / 0.121 / 0.352
repair_timing:
item / in CTS / in global routing
setup buffers: 1 / 0
setup endpoints to repair: 11 / 11
pin swaps: 1 / 3
gates resized: 12 / 11
Power and IR drop assume default switching activity.
